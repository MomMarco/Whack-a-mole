**design/flow/config.mk**
```make
export PLATFORM = sky130hd
export DESIGN_NAME = CounterBCD_4digit_display
export DESIGN_NICKNAME = CounterBCD_4digit_display
export VERILOG_FILES = /design/flow/design.v
export SDC_FILE = /design/flow/constraint.sdc
export NUM_CORES = 4
export LEC_CHECK = 1
export CORE_AREA = 10 10 70 70
export DIE_AREA = 0 0 80 80
```
**design/flow/constraint.sdc**
```tcl
current_design CounterBCD_4digit_display

set clk_period 1.0
set clk_io_pct 0.2

create_clock -name clk0 -period $clk_period [get_ports {clk}]

set non_clock_inputs [all_inputs -no_clocks]
set_input_delay [expr $clk_period * $clk_io_pct] -clock clk0 $non_clock_inputs
set_output_delay [expr $clk_period * $clk_io_pct] -clock clk0 [all_outputs]
```
**design/flow/design.v**
```verilog
`timescale 1ns / 100ps
module CounterBCD_4digit_display (
   input  wire clk,           
   input  wire rst,           
   input reg [7:0] SCORE,     
   output wire segA,          
   output wire segB,
   output wire segC,
   output wire segD,
   output wire segE,
   output wire segF,
   output wire segG,
   output reg [1:0] anode     
   ) ;
   reg [24:0] count = 'b0 ;
   always @(posedge clk) begin
      count <= count + 'b1 ;
   end
   wire refresh_slice ;
   assign refresh_slice = count[1:0] ;     
   reg [3:0] BCD_mux ;
   always @(*) begin
      case( refresh_slice )
         1'b0 : BCD_mux = SCORE[ 3: 0] ;
         1'b1 : BCD_mux = SCORE[ 7: 4] ;
      endcase
   end    
   assign anode[0] = ( refresh_slice == 0 ) ? 1'b1 : 1'b0 ;       
   assign anode[1] = ( refresh_slice == 1 ) ? 1'b1 : 1'b0 ;
   SevenSegmentDecoder  display_decoder (
      .BCD   (   BCD_mux ),
	  .rst   (       rst ),
      .segA  (      segA ),
      .segB  (      segB ),
      .segC  (      segC ),
      .segD  (      segD ),
      .segE  (      segE ),
      .segF  (      segF ),
      .segG  (      segG ),
      .DP    (           )
   ) ;
endmodule
`timescale 1ns / 100ps
module SevenSegmentDecoder (
   input wire [3:0] BCD,
   input wire rst,
   output wire DP,
   output reg segA,
   output reg segB,
   output reg segC,
   output reg segD,
   output reg segE,
   output reg segF,
   output reg segG
   ) ;
   assign DP = 1'b0 ;
   always @(*) begin
      if(rst) begin
	     segA<=1'b1;
		 segB<=1'b1;
		 segC<=1'b1;
		 segD<=1'b1;
         segE<=1'b1;
		 segF<=1'b1;
		 segG<=1'b1;
	  end
      else begin
         case( BCD[3:0] )
			4'b0000  :  {segA, segB, segC, segD, segE, segF, segG} = 7'b0000001 ;   
            4'b0001  :  {segA, segB, segC, segD, segE, segF, segG} = 7'b1001111 ;   
            4'b0010  :  {segA, segB, segC, segD, segE, segF, segG} = 7'b0010010 ;   
            4'b0011  :  {segA, segB, segC, segD, segE, segF, segG} = 7'b0000110 ;   
            4'b0100  :  {segA, segB, segC, segD, segE, segF, segG} = 7'b1001100 ;   
            4'b0101  :  {segA, segB, segC, segD, segE, segF, segG} = 7'b0100100 ;   
            4'b0110  :  {segA, segB, segC, segD, segE, segF, segG} = 7'b0100000 ;   
            4'b0111  :  {segA, segB, segC, segD, segE, segF, segG} = 7'b0001111 ;   
            4'b1000  :  {segA, segB, segC, segD, segE, segF, segG} = 7'b0000000 ;   
            4'b1001  :  {segA, segB, segC, segD, segE, segF, segG} = 7'b0000100 ;   
            4'b1001  :  {segA, segB, segC, segD, segE, segF, segG} = 7'b0000100 ;   
         endcase
      end  
   end  
endmodule
```
**design/flow/run.sh**
```bash
#!/bin/bash
# OpenROAD 26Q1-2900-gdf79404cd8, Yosys 0.63+post, stock flow scripts
make -C /OpenROAD-flow-scripts/flow DESIGN_CONFIG=/design/flow/config.mk WORK_HOME=/design/flow/orfs finish
```
==> qor.yml <==
tool_warnings: 28
cp_max_fo: 3
cp-startpoint: "count[0]"
drcViolationCount: 0
syn2layout_area_growth_pct: 59.3
antenna_found_initial: 0
leakage_nw: 0.223
fp-row-count: 21
synth_flops: 8
topCombFamilyByArea: "multiplexers"
hold_viol: 0
synthAoiAreaFrac: 0.207
untimed_endpoints: 14
grt_max_degree: 9
synth.cellmix.simpleShare: 0.0767
grt_pass1_vias: 309
drive_above_1_share: 0.185
setup_viol: 0
place.gp.congestion: 0.718
slew_violations: 0
yosys_area_sq_um: 375
relSlewSlack: 0.727
drv_cap: 0
xor_share: 0.0467
yosys_warnings: 4
final-comb-area_sq_um: 224
hold_path_startpoint: "count[0]"
p_total_mw: 0.186
syn_area_per_cell_sq_um: 9.88
dp_hpwl_um: 868
dieArea_sq_um: 6400
critPathMaxStageDelay_ns: 0.46
clock_skew_ns: 0
syn_area_sq_um: 375
period_used_share: 0.975
gr-usage-all-layers: 0.0281
regToRegSetupSlack_ns: 0.53
rsz0062_at_grt: "no"
power_density_nw_per_um2: 311
coreArea_sq_um: 3420
end_kind: "primary output"
synth.area.mux_share: 0.267
drt_wl_total_um: 943
fin_crit_ns: 0.975
worstMarginPinSlew_ns: 0.398
critPathLaunchType: "flip-flop"
path_clk_slew_ns: 0
dp.cells: 100
fmax_ghz: 1.03
cpMaxStageDelayCell: "clkdlybuf4s50_1"
crit_chain: "clkdlybuf4s50_1"
post_drt_wl_per_cell_um: 9.43
final_cell_area_sq_um: 598
cts_hold_buf: 0
crit_buf_inv: 1
die_x_um: 80
cp_data_arrival_time_ns: 0.77
drt_first_pass_iters: 4
ys_cells: 38
ant_nets: 0
vdd_drop_max_uv: 80.4
seqCellArea_sq_um: 126
ys_types: 22
reg2reg_from: "count[0]"
fp-utilization: 0.110
die_h_um: 80
finalNonFillerCells: 100
status: "finished, final reports clean"
ys_sh_adder: 0
place_area_sq_um: 598
min_path_type: "reg2reg"
unclocked_regs: 7
num_antenna_cells: 0
crit_family: "buffers and inverters"
worstPathRequired_ns: 0.80
critPathKind: "reg2out"
netlist_instances: 38
clk_latency_ns: 0
nFillCells: 393
drt-initial-drc-count: 26
grt_pass1_wl_um: 1480
grt_overflow_total: 0
viasPerCell: 3.26
boundaryPins: 19
vias: 326
port_buffers: 18
-- cell usage after synthesis, drive strengths merged --
cell / n / area [sq um]
buf: 3 / 22.5
mux2i: 4 / 47.6
dfxtp: 1 / 20.0
xnor2: 2 / 17.5
a31oi: 1 / 6.26
inv: 1 / 3.75
a21o: 1 / 7.51
o21ai: 1 / 5.00
nor2: 4 / 15.0
a221o: 2 / 20.0
mux2: 4 / 52.6
a31o: 2 / 17.5
a211oi: 1 / 12.5
nand3: 2 / 10.0
a211o: 1 / 8.76
dlxtn: 7 / 105
nand2: 1 / 3.75
-- registers in the layout, summed over array words and instances, names as in the netlist --
register	flops
display_decoder.segG	1
display_decoder.segF	1
display_decoder.segB	1
display_decoder.segE	1
display_decoder.segC	1
display_decoder.segA	1
display_decoder.segD	1
count	1
-- power by group --
group,internal [mW],switching [mW]
Combinational,0.0743,0.0521
Sequential,0.0586,0.000889
Clock,0,0
-- cells in the final DEF (no fill, tap or decap) --
cell / Yosys / final
a31oi_1: 1 / 1
a31o_2: 1 / 1
xnor2_1: 2 / 2
nand3_1: 2 / 2
nand2_1: 1 / 1
inv_1: 1 / 1
o21ai_1: 1 / 1
dfxtp_2: 0 / 1
a221o_1: 2 / 2
mux2_2: 2 / 2
mux2i_2: 2 / 2
dlxtn_1: 7 / 7
a31o_1: 1 / 1
mux2i_1: 2 / 2
clkdlybuf4s50_1: 0 / 17
a211o_1: 1 / 1
nor2_1: 4 / 4
a211oi_2: 1 / 1
mux2_4: 2 / 2
dlygate4sd2_1: 0 / 1
a21o_1: 1 / 1
buf_4: 1 / 1
-- cell families (layout without fill, tap and decap cells) --
logic type / after synthesis / after routing
compound gates: 9 / 9
mux: 8 / 8
simple gates: 7 / 7
latches: 7 / 7
buf+inv: 4 / 20
xor+xnor: 2 / 2
flops: 1 / 1
-- through the flow --
step	utilization	setup TNS (ns)	worst slack (ns)	hold WS [ns]
CTS	0.175	0	0.0188	0.393
global route	0.175	0	0.00920	0.409
floorplan	-	0	0.296	0.508
global placement	0.175	-0.0188	-0.0188	0.389
detailed placement	0.175	-0.0377	-0.0322	0.399
finish	0.175	0	0.0252	0.391
-- area by class of cell --
cell class,instances,share of cell area
flip-flops and latches,8,0.211
multi-input cells,26,0.374
repair buffers,19,0.312
well taps,46,0.0962
inverters,1,0.00628
-- metal layers --
| metal | vias up | wire length [um] | track usage |
|---|---|---|---|
| met2 | 7 | 521 | 0.0538 |
| met5 | - | 0 | 0 |
| li1 | 170 | - | - |
| met4 | 0 | 0 | 0 |
| met1 | 149 | 322 | 0.0308 |
| met3 | 0 | 99 | 0.00909 |
-- final timing paths --
check	end	cells past startpoint
max	anode[1]	1
min	count[0]	1
max reg2reg	count[0]	1
min reg2reg	count[0]	1
-- repair_timing --
action	CTS	global route
endpoints found under the setup margin	2	0
gates resized	2	0
buffers inserted	0	0
Power is estimated from default activity; no workload was simulated.
