--- /design/flow/constraint.sdc ---
current_design uart_tx_FSM

set clk_period 2.0
set clk_io_pct 0.2

create_clock -name clk0 -period $clk_period [get_ports {clk}]

set non_clock_inputs [all_inputs -no_clocks]
set_input_delay [expr $clk_period * $clk_io_pct] -clock clk0 $non_clock_inputs
set_output_delay [expr $clk_period * $clk_io_pct] -clock clk0 [all_outputs]
--- /design/flow/run.sh ---
#!/bin/bash
# OpenROAD 26Q1-2900-gdf79404cd8, Yosys 0.63+post, stock flow scripts
make -C /OpenROAD-flow-scripts/flow DESIGN_CONFIG=/design/flow/config.mk WORK_HOME=/design/flow/orfs finish
--- /design/flow/design.v ---
`timescale 1ns / 100ps
module uart_tx_FSM (
   input  wire clk,                      
   input  wire rst,                      
   input  wire tx_start,                 
   input  wire tx_en,                    
   input  wire [7:0] tx_data,            
   output reg  TxD                       
   ) ;
   parameter [3:0] IDLE  = 4'h0 ;
   parameter [3:0] LOAD  = 4'h1 ;
   parameter [3:0] START = 4'h2 ;
   parameter [3:0] BIT0  = 4'h3 ;
   parameter [3:0] BIT1  = 4'h4 ;
   parameter [3:0] BIT2  = 4'h5 ;
   parameter [3:0] BIT3  = 4'h6 ;
   parameter [3:0] BIT4  = 4'h7 ;
   parameter [3:0] BIT5  = 4'h8 ;
   parameter [3:0] BIT6  = 4'h9 ;
   parameter [3:0] BIT7  = 4'hA ;
   parameter [3:0] STOP  = 4'hB ;
   parameter [3:0] PAUSE = 4'hC ;    
   reg [3:0] STATE, STATE_NEXT ;
   reg [7:0] tx_data_buf ;    
   always @(posedge clk) begin       
      if(rst)
         STATE <= IDLE ;
      else
         STATE <= STATE_NEXT ;
   end    
   always @(*) begin
      TxD = 1'b1 ;    
      case( STATE )
         IDLE : begin
            TxD     = 1'b1 ;
            if (tx_start)
               STATE_NEXT = LOAD ;        
            else
               STATE_NEXT = IDLE ;
         end    
         LOAD : begin
            TxD     = 1'b1 ;    
            tx_data_buf[7:0] = tx_data[7:0] ;    
            if (tx_en)                     
               STATE_NEXT = START ;
            else
               STATE_NEXT = LOAD ;
         end    
         START : begin
            TxD     = 1'b0 ;               
            if (tx_en)
               STATE_NEXT = BIT0 ;
            else
               STATE_NEXT = START ;
         end    
         BIT0 : begin
            TxD     = tx_data_buf[0] ;     
            if (tx_en)
               STATE_NEXT = BIT1 ;
            else
               STATE_NEXT = BIT0 ;
         end    
         BIT1 : begin
            TxD     = tx_data_buf[1] ;
            if (tx_en)
               STATE_NEXT = BIT2 ;
            else
               STATE_NEXT = BIT1 ;
         end    
         BIT2 : begin
            TxD     = tx_data_buf[2] ;
            if (tx_en)
               STATE_NEXT = BIT3 ;
            else
               STATE_NEXT = BIT2 ;
         end    
         BIT3 : begin
            TxD     = tx_data_buf[3] ;
            if (tx_en)
               STATE_NEXT = BIT4 ;
            else
               STATE_NEXT = BIT3 ;
         end    
         BIT4 : begin
            TxD     = tx_data_buf[4] ;
            if (tx_en)
               STATE_NEXT = BIT5 ;
            else
               STATE_NEXT = BIT4 ;
         end    
         BIT5 : begin
            TxD     = tx_data_buf[5] ;
            if (tx_en)
               STATE_NEXT = BIT6 ;
            else
               STATE_NEXT = BIT5 ;
         end    
         BIT6 : begin
            TxD     = tx_data_buf[6] ;
            if (tx_en)
               STATE_NEXT = BIT7 ;
            else
               STATE_NEXT = BIT6 ;
         end    
         BIT7 : begin
            TxD     = tx_data_buf[7] ;
            if (tx_en)
               STATE_NEXT = STOP ;
            else
               STATE_NEXT = BIT7 ;
         end    
         STOP : begin
            TxD     = 1'b1 ;             
            if (tx_en)
               STATE_NEXT = PAUSE ;
            else
               STATE_NEXT = STOP ;
         end    
         PAUSE : begin
            TxD     = 1'b1 ;
            if (tx_en)
               STATE_NEXT = IDLE ;
            else
               STATE_NEXT = PAUSE ;
         end    
         default : STATE_NEXT = IDLE ;    
      endcase
   end    
endmodule
--- /design/flow/config.mk ---
export PLATFORM = sky130hd
export DESIGN_NAME = uart_tx_FSM
export DESIGN_NICKNAME = uart_tx_FSM
export VERILOG_FILES = /design/flow/design.v
export SDC_FILE = /design/flow/constraint.sdc
export NUM_CORES = 4
export LEC_CHECK = 1
export CORE_AREA = 10 10 86 86
export DIE_AREA = 0 0 96 96
==> impl_metrics.json <==
{
  "status": "complete, no violations",
  "drtAntennaViolNets": 0,
  "clock-skew-final_ns": 0.00115,
  "ir_drop_uv": 184,
  "hold_violations": 0,
  "worstPathRequired_ns": 1.60,
  "max_slew_margin_pct": 70.3,
  "maxCapViolCount": 0,
  "fillers": 627,
  "ys_area_um2": 647,
  "cp-end-kind": "primary output",
  "die_w_um": 96,
  "portBuffers": 12,
  "post_cts_buffers": 0,
  "die_h_um": 96,
  "drt_first_iter_violations": 21,
  "gp_congestion": 0.785,
  "min_period_ns": 1.62,
  "ys_cells": 61,
  "fmax_mhz": 618,
  "rows": 27,
  "final_util_pct": 16.4,
  "period_used_pct": 80.9,
  "grt_util_all_layers_pct": 3.13,
  "clkLatencyLatePin_ns": 0.23,
  "hold_end": "STATE[7]",
  "setup.worst_path.class": "flop to primary output",
  "holdPathStages": 2,
  "htreeDepth": 1,
  "total_power_mw": 0.553,
  "warnings": 25,
  "placed_cell_area_um2": 843,
  "worst_ep_arrival_time_ns": 1.22,
  "core_um2": 5540,
  "grt_start_max_net_pins": 14,
  "drv_slew": 0,
  "grt_pass1_wl_mm": 2.25,
  "unclocked_regs": 8,
  "firstDrtPassIters": 4,
  "post_cts_resized": 0,
  "p_seq_share_pct": 50.7,
  "crit_path_start_kind": "flop",
  "synth_cell_types": 18,
  "avgViaCountPerCell": 3.09,
  "fin_area_um2": 908,
  "worstMarginPinSlew_ns": 0.444,
  "ys_ff": 21,
  "grt-ovfl-total": 0,
  "fp_util_pct": 11.7,
  "p_clk_share_pct": 40.8,
  "antenna_cells": 0,
  "drc": 0,
  "p_per_area_nw_per_um2": 608,
  "internal-power_mw": 0.445,
  "layout-drive-gt1-share_pct": 10.7,
  "power.share.switching_pct": 19.4,
  "total_leakage_power_nw": 0.366,
  "r2r-start": "STATE[7]",
  "hpwlAfterDp_um": 985,
  "power_frac_comb_pct": 8.5,
  "cts_tree": "built",
  "holdCritStartpoint": "STATE[0]",
  "reg2reg_depth": 2,
  "untimed_endpoints": 8,
  "vias": 454,
  "postCtsHoldBufs": 0,
  "ff2ff_setup_slack_ns": 1.21,
  "die_area_um2": 9220,
  "netlist_area_um2": 647,
  "r2r-end": "STATE[7]",
  "clockBufferDepth": 2,
  "syn_inst": 61,
  "routed_wl_mm": 1.35,
  "tns_ns": 0,
  "antenna_found_initial": 0,
  "setup-violations-final": 0,
  "path_clk_slew_ns": 0.05,
  "layout-area-overhead-vs-synth_pct": 40.4,
  "crit_fanout": 4,
  "syn_avg_cell_area_um2": 10.6,
  "pin_count": 13,
  "ys_warn_count": 1,
  "root_buffer": "clkbuf_8",
  "grt_pass1_vias": 448,
  "cts_made_buffers": 3,
  "wl_per_cell_um": 9.18,
  "p_sw_mw": 0.107,
  "worstHoldPathType": "flop to flop",
  "rsz0062_at_grt": "no"
}
critical path: stages (launching register included):
cell and delay [ns]:
dfxtp_2 0.34, a22o_1 0.23, a221oi_2 0.17, nand4_1 0.10
dlymetal6s2s_1 0.14
power by group through the flow:
| stage | registers (mW) | logic, mW | clock network, mW |
|---|---|---|---|
| final | 0.280 | 0.0469 | 0.225 |
| after global routing | 0.282 | 0.0529 | 0.243 |
| after CTS | 0.280 | 0.0471 | 0.233 |
logic make-up (layout without fill, tap and decap cells):
family,Yosys count,after routing,share of synthesized area (%)
AND/OR/NAND/NOR,18,18,12.0
flip-flops,13,13,40.2
multiplexers,11,11,17.0
latches,8,8,18.6
AND-OR/OR-AND,7,7,8.32
buffers and inverters,4,18,3.87
layout by cell type (no fill, tap or decap):
master and instances:
clkbuf_8 3, nor4_4 1, dfxtp_2 2, nor2_1 12, a22o_1 1, dlymetal6s2s_1 1
nand2b_1 1, nand3_1 1, dlxtp_1 8, clkdlybuf4s50_1 11, nand4_1 1, a21oi_1 2
dfxtp_1 11, nand2_1 1, inv_1 1, clkbuf_1 1, o21ai_0 1, buf_4 1
mux2i_1 11, a221oi_2 1, nor3_1 1, a22oi_1 2
cell usage after synthesis:
cell / count / area share (%)
nor3_1: 1 / 0.77
nor4_1: 1 / 0.97
a22oi_1: 2 / 2.3
dfxtp_1: 13 / 40
mux2i_1: 11 / 17
nor2_1: 12 / 7.0
a21oi_1: 2 / 1.5
buf_6: 1 / 1.7
o21ai_0: 1 / 0.77
inv_1: 1 / 0.58
a22o_1: 1 / 1.4
nand3_1: 1 / 0.77
a221oi_2: 1 / 2.3
dlxtp_1: 8 / 19
nand2b_1: 1 / 0.97
buf_2: 2 / 1.5
nand2_1: 1 / 0.58
nand4_1: 1 / 0.97
flip-flops by register name, indices dropped and copies added (netlist names):
| signal | cells |
|---|---|
| STATE | 13 |
| tx_data_buf | 8 |
per-stage QoR:
| stage | hold slack [ns] | setup slack [ns] | instances |
|---|---|---|---|
| 2_1_floorplan | 0.430 | 0.833 | 61 |
| 5_1_grt | 0.487 | 0.275 | 147 |
| 3_3_place_gp | 0.446 | 0.343 | 143 |
| 3_5_place_dp | 0.454 | 0.326 | 143 |
| 4_1_cts | 0.461 | 0.0554 | 147 |
| 6_report | 0.457 | 0.381 | 147 |
metal layers:
| layer | share of wire (%) | global-route usage [%] |
|---|---|---|
| met1 | 48 | 4.29 |
| met2 | 42 | 4.26 |
| met3 | 9.5 | 1.73 |
| met4 | 0.74 | 0.614 |
| met5 | 0 | 0 |
worst max path at each step:
stage | from | end | slack (ns)
finish | STATE[5] | TxD | 0.38
global route | STATE[5] | TxD | 0.27
CTS | STATE[2] | TxD | 0.06
final cells by class:
class                   count  area [um^2]  area share [%]
flip-flops and latches     21          383            42.1
multi-input cells          36          256            28.2
repair buffers             13          130            14.3
well taps                  72         90.1            9.92
clock buffers               4         45.0            4.96
inverters                   1         3.75           0.413
Power figures rest on the tool's default switching activity, not on a simulated workload.
