[/design/flow/config.mk]
export PLATFORM = sky130hd
export DESIGN_NAME = ButtonClick
export DESIGN_NICKNAME = ButtonClick
export VERILOG_FILES = /design/flow/design.v
export SDC_FILE = /design/flow/constraint.sdc
export NUM_CORES = 4
export LEC_CHECK = 1
export CORE_AREA = 10 10 96 96
export DIE_AREA = 0 0 106 106
[/design/flow/constraint.sdc]
current_design ButtonClick

set clk_period 10.7
set clk_io_pct 0.2

create_clock -name clk0 -period $clk_period [get_ports {clk}]

set non_clock_inputs [all_inputs -no_clocks]
set_input_delay [expr $clk_period * $clk_io_pct] -clock clk0 $non_clock_inputs
set_output_delay [expr $clk_period * $clk_io_pct] -clock clk0 [all_outputs]
[/design/flow/design.v]
`timescale 1ns / 100ps
module ButtonClick (
   input wire clk ,
   input reg [3:0] Button ,        
   input reg [1:0] STATE ,
   input wire LT ,
   input wire [7:0] q ,            
   input wire reset,               
   output reg [15:0] SCORE ,       
   output reg [3:0] LED            
   ) ;  
   parameter [1:0] S0 = 2'b00 ;    
   parameter [1:0] S1 = 2'b01 ;    
   parameter [1:0] S2 = 2'b10 ;    
   parameter [1:0] S3 = 2'b11 ;    
   integer k ;
   always @(posedge clk) begin
      if(reset) LED <= 4'b0000;
      case(STATE)
         S0: begin                                     
            SCORE= 16'b0000_0000_0000_0000;            
            LED<= 4'b0000;                             
         end  
         S1: begin                                                                                                                   
            if (LT) begin                                                                                                            
               LED[3] <= q[3];                                                                                                       
               LED[2] <= q[2];                                                                                                       
               LED[1] <= q[1];                                                                                                       
               LED[0] <= q[0];                                                                                                       
            end  
            for(k = 0; k < 4; k = k+1) begin                                                                                         
               if (Button[k] && LED[k])begin                                                                                         
                  LED[k] <= 1'b0;                                                                                                    
                  SCORE[3:0] = SCORE[3:0] + 4'b0001;                                                                                 
               end  
             end  
            if (SCORE[3:0] >= 4'b1010)begin                                                                                          
               SCORE[7:4]=SCORE[7:4] + 4'b0001;                                                                                      
               SCORE[3:0] =SCORE[3:0] - 4'b1010;                                                                                     
            end  
            else if (SCORE[7:4] >= 4'b1010)begin                                                                                     
               SCORE[11:8]=SCORE[11:8] +4'b0001;                                                                                     
               SCORE[7:4] =SCORE[7:4] - 4'b1010;                                                                                     
            end  
            else if (SCORE[11:8] >= 4'b1010)begin                                                                                    
               SCORE[15:12]=SCORE[15:12] +4'b0001;                                                                                   
               SCORE[11:8] =SCORE[11:8] - 4'b1010;                                                                                   
            end  
            if(SCORE[15:12]== 4'b1010) SCORE= 16'b0000_0000_0000_0000;  
         end  
         S2: begin                                      
             LED<= 4'b0000;                             
         end  
      endcase
   end  
endmodule
[/design/flow/run.sh]
#!/bin/bash
# OpenROAD 26Q1-2900-gdf79404cd8, Yosys 0.63+post, stock flow scripts
make -C /OpenROAD-flow-scripts/flow DESIGN_CONFIG=/design/flow/config.mk WORK_HOME=/design/flow/orfs finish
==> deck_impl_summary.md <==
Synthesis and Place & Route Summary

Drt
  – ANT cells: 0
  – Total vias in the final route: about 1,400
  – DR vias/cell: ~4.5
  – Final ANT Viol Nets: 0
  – DR WL/cell: ~13 um
  – DRC errors left: 0
  – Routed wire length: 4080 um
  – Initial DRC Count: between 60 and 70
  – First-pass iteration count of the detailed router: 4

Floorplan
  – Core Util at FP: 0.249
  – Cell Rows: 31
  – Core area: between 7000 and 8000 um2
  – Die X: about 110 um
  – Ports: 37
  – Die Y: roughly 110 um
  – Chip Area: 11,200 um2

Global route
  – Total global-route track usage: 0.0741
  – Largest net degree at the start of global routing: 17
  – Initial antenna violation count: 0
  – First-pass GRT wire length: 7000 um
  – Number of global-route vias before repair: 1,390
  – Remaining Overflow, GRT: 0

Yosys
  – Yosys chip area: roughly 1800 um2
  – Synth Seq Share: 0.313
  – Yosys synthesis warning count: 1
  – Cell count after synthesis: 185
  – Mapped cell area: 1790 um2
  – Ys flops: 20
  – Yosys cell types: just over 50
  – # Cells Yosys: roughly 190
  – Post-Syn Area per Cell: between 9 and 10 um2

Power and ir drop
  – Cell Pwr Density: between 90 and 100 nW/um2
  – Leakage Power: around 0.80 nW
  – Overall Power: 210 uW
  – Max VDD drop: approximately 35 uV

Outcome
  – Status: finished clean

Clock network
  – # hold bufs at CTS: 0
  – CTS tree: yes
  – CTS Buffer Depth: 2
  – H-tree depth: 1
  – CTS Sinks: 20
  – Num CTS Buffers: 3
  – Root Buffer: clkbuf_8
  – CTS resizes: 0
  – Insertion Delay late pin: 0.26 ns
  – Clock transition at the registers of the reported paths: about 0.080 ns
  – Setup Buffers After CTS: 0

Job
  – Log Warnings: 33
  – # Max-Cap Violations: 0

Setup path
  – Kind of critical path: input pin to flip-flop
  – Worst setup EP type: flip-flop
  – Worst setup SP type: input pin
  – Critical path fanouts, max: 15
  – Worst EP arrival: ~6.4 ns
  – WP data required: 10.66 ns

Final timing
  – Max Freq: 156 MHz
  – TNS Setup: 0 ns
  – Measured slew at the worst slew-check pin: between 0.6 and 0.7 ns
  – Post-layout period usage: 0.600
  – WHS: roughly 0.62 ns
  – Slew Limit Fails: 0
  – RSZ-0062 raised after global routing: no
  – Fin. Hold Viols: 0
  – Crit path time final: approximately 6.4 ns
  – Worst clock skew: ~0.0059 ns
  – Rel. slew slack: 0.574
  – # setup viols final: 0

Hold path
  – Worst Hold Class: flip-flop to flip-flop

Place
  – Placed Cells: about 310
  – GP Congestion: between 0.8 and 0.9
  – DP Wirelength: about 3200 um
  – Port Buffers: 32

Final layout
  – Area Overhead vs Synth: 26.0%
  – Share of cells above drive strength 1: 0.106
  – Post-Layout Cell Count: ~320
==> placed cells by master (no fill, tap or decap), types with 2 or more instances in the layout <==
cell	count
clkdlybuf4s50_1	32
edfxtp_1	16
nand3_1	16
ha_1	14
inv_1	13
nor2_1	13
nand2_1	12
nor3_1	11
xnor2_1	10
o21ai_0	9
xor2_1	6
a21oi_1	6
nor2b_1	5
a21boi_0	5
dfxtp_1	4
nor4_2	3
clkbuf_8	3
nand2_2	2
xnor2_2	2
and2_1	2
o31a_1	2
o21a_1	2
a2111oi_1	2
==> worst max-delay path, cell delays in order <==
cell,delay [ns]
clkdlybuf4s50_1,0.48
and2_4,0.22
xnor2_4,0.24
inv_1,0.08
ha_1,0.31
nor2_1,0.15
a21oi_1,0.06
ha_1,0.28
nor2_1,0.04
a221o_1,0.33
inv_1,0.08
ha_1,0.13
nand2_1,0.06
xnor2_1,0.32
and2_0,0.47
o21ai_2,0.13
a32oi_4,0.52
o21a_1,0.32
==> area by class of cell <==
class	instances	area [um2]
Timing Repair Buffer	32	320
Inverter	13	48.8
Multi-Input combinational cell	149	1160
Fill cell	774	4950
Clock buffer	4	45.0
Sequential cell	20	561
Tap cell	99	124
==> routing by layer <==
metal | track usage | up-vias | routed length, um
met4 | 0.00774 | 0 | 28
met3 | 0.0171 | 2 | 135
met5 | 0 | - | 0
met2 | 0.119 | 14 | 1950
li1 | - | 740 | -
met1 | 0.104 | 669 | 1970
==> final timing paths <==
check | from | to | slack (ns) | depth (start not counted)
max | Button[0] | SCORE[11]$_SDFFCE_PN0P_ | 4.28 | 18
min | LED[3]$_DFF_P_ | LED[3]$_DFF_P_ | 0.62 | 3
max reg2reg | SCORE[0]$_SDFFCE_PN0P_ | SCORE[11]$_SDFFCE_PN0P_ | 5.87 | 18
min reg2reg | LED[3]$_DFF_P_ | LED[3]$_DFF_P_ | 0.62 | 3
==> power breakdown <==
part	internal [mW]	leakage [nW]	switching [mW]
registers	0.0900	0.195	0.00728
clock network	0.0265	0.0228	0.0268
logic	0.0299	0.580	0.0294
==> cells by family (layout without fill, tap and decap cells) <==
kind of cell	count (synthesis)	count (layout)	synth area share
simple gates	75	75	0.232
flops	20	20	0.313
fa+ha+maj	14	14	0.0977
buf+inv	16	49	0.0398
xor+xnor	21	21	0.140
mux	2	2	0.0119
compound gates	37	37	0.166
==> through the flow <==
stage	utilization	setup WS (ns)	instance area (um2)
floorplan	-	5.19	1790
global placement	0.307	4.06	2210
detailed placement	0.307	4.05	2210
CTS	0.313	4.28	2260
global route	0.313	3.93	2260
finish	0.313	4.28	2260
==> sequential cells by signal, indices dropped and copies added (netlist names) <==
| name | count |
|---|---|
| LED | 4 |
| SCORE | 16 |
==> cells in the mapped netlist (all sizes together) <==
| library cell | count | area [um2] |
|---|---|---|
| dfxtp | 4 | 80.1 |
| o31a | 3 | 27.5 |
| a221o | 1 | 10.0 |
| xor2 | 6 | 52.6 |
| nor3b | 1 | 7.51 |
| clkbuf | 2 | 11.3 |
| nor4 | 5 | 65.1 |
| a31oi | 1 | 21.3 |
| o22ai | 1 | 6.26 |
| buf | 1 | 11.3 |
| a2111oi | 2 | 20.0 |
| edfxtp | 16 | 480 |
| inv | 13 | 48.8 |
| nor2b | 5 | 31.3 |
| nor4b | 1 | 8.76 |
| nand4 | 1 | 6.26 |
| xnor3 | 1 | 23.8 |
| nor2 | 14 | 55.1 |
| xnor2 | 13 | 148 |
| ha | 14 | 175 |
| mux2 | 1 | 11.3 |
| and3 | 2 | 13.8 |
| and2 | 4 | 27.5 |
| nor3 | 11 | 55.1 |
| xor3 | 1 | 27.5 |
| o31ai | 1 | 7.51 |
| a32oi | 1 | 27.5 |
| o211ai | 2 | 28.8 |
| a21boi | 6 | 45.1 |
| nand3 | 16 | 80.1 |
| mux2i | 1 | 10.0 |
| a21oi | 6 | 30.0 |
| nand3b | 1 | 7.51 |
| o21a | 2 | 15.0 |
| o21ai | 11 | 58.8 |
| nand2 | 14 | 57.6 |
Power is estimated from default activity; no workload was simulated.
